## run.sh

```bash
#!/bin/bash
# OpenROAD 26Q1-2900-gdf79404cd8, Yosys 0.63+post, stock flow scripts
make -C /OpenROAD-flow-scripts/flow DESIGN_CONFIG=/design/flow/config.mk WORK_HOME=/design/flow/orfs finish
```

## config.mk

```make
export PLATFORM = sky130hd
export DESIGN_NAME = lsu
export DESIGN_NICKNAME = lsu
export VERILOG_FILES = /design/flow/design.v
export SDC_FILE = /design/flow/constraint.sdc
export NUM_CORES = 4
export LEC_CHECK = 1
export CORE_UTILIZATION = 30
```

## constraint.sdc

```tcl
current_design lsu

set clk_period 14.3
set clk_io_pct 0.2

create_clock -name clk0 -period $clk_period [get_ports {i_clk}]

set non_clock_inputs [all_inputs -no_clocks]
set_input_delay [expr $clk_period * $clk_io_pct] -clock clk0 $non_clock_inputs
set_output_delay [expr $clk_period * $clk_io_pct] -clock clk0 [all_outputs]
```

## design.v

```verilog
module BCDto7Seg(in1, in2, in3, in4, out1, out2, out3, out4);
input logic [6:0] in1, in2, in3, in4;
output logic [6:0] out1, out2, out3, out4;
converter conv1(.in(in1), .out(out1));
converter conv2(.in(in2), .out(out2));
converter conv3(.in(in3), .out(out3));
converter conv4(.in(in4), .out(out4));
endmodule
module converter(in, out);
input logic [6:0] in;
output logic [6:0] out;
parameter A = 10;
parameter B = 11;
parameter C = 12;
parameter D = 13;
parameter E = 14;
parameter F = 15;
always @(in) begin
	case(in)
		7'd0: out = 7'b1000000;
		7'd1: out = 7'b1111001;
		7'd2: out = 7'b0100100;
		7'd3: out = 7'b0110000;
		7'd4: out = 7'b0011001;
		7'd5: out = 7'b0010010;
		7'd6: out = 7'b0000010;
		7'd7: out = 7'b1111000;
		7'd8: out = 7'b0000000;
		7'd9: out = 7'b0011000;
			A: out = 7'b0001000;
			B:	out = 7'b0000011;
			C: out = 7'b1000110;
			D: out = 7'b0100001;
			E: out = 7'b0000110;
			F: out = 7'b0001110;
		default: out = 7'b0000000;
	endcase
end
endmodule: converter
module lsu(i_clk, i_reset_n, i_lsu_addr, i_st_data, i_lsu_wren, o_ld_data, o_io_ledr, o_io_ledg, o_io_lcd, i_io_sw, i_io_btn, o_io_hex0, o_io_hex1, o_io_hex2, o_io_hex3, o_io_hex4, o_io_hex5, o_io_hex6, o_io_hex7,
 addr_to_sram, sramdq, sramcen, sramwen, sramlbn, sramubn, sramoen);
input logic i_clk, i_reset_n;
input logic[31:0]i_lsu_addr;
input logic[31:0]i_st_data;
input logic[31:0]i_io_sw;
input logic[3:0]i_io_btn;
input logic i_lsu_wren;
output logic [31:0] o_ld_data, o_io_ledr, o_io_ledg, o_io_lcd;
output logic [6:0] o_io_hex0;  
output logic [6:0] o_io_hex1;  
output logic [6:0] o_io_hex2;  
output logic [6:0] o_io_hex3;  
output logic [6:0] o_io_hex4;  
output logic [6:0] o_io_hex5;  
output logic [6:0] o_io_hex6;  
output logic [6:0] o_io_hex7;  
output logic [17:0] addr_to_sram;
output wire [15:0] sramdq;
output logic sramcen;
output logic sramwen;
output logic sramlbn;
output logic sramubn;
output logic sramoen;
parameter [31:0] switch_addr = 32'h7800;
parameter [31:0] red_addr = 32'h7000;
parameter [31:0] green_addr = 32'h7010;
parameter [31:0] hex0_addr = 32'h7020;
parameter [31:0] hex4_addr = 32'h7024;
parameter [31:0] button_addr = 32'h7810;
logic [3:0][7:0] led_red;
logic [3:0][7:0] led_green;
logic [31:0] switch;
logic [3:0] button;
logic [3:0][6:0] hex0;
logic [3:0][6:0] hex4;
logic [7:0][6:0] o_io_hex_t;
logic [31:0] o_ld_data_io;
logic [31:0] o_ld_data_sram;
logic [3:0][6:0] hex0_conv;
logic [3:0][6:0] hex4_conv;
assign o_io_hex0 = o_io_hex_t[0];
assign o_io_hex1 = o_io_hex_t[1];
assign o_io_hex2 = o_io_hex_t[2];
assign o_io_hex3 = o_io_hex_t[3];
assign o_io_hex4 = o_io_hex_t[4];
assign o_io_hex5 = o_io_hex_t[5];
assign o_io_hex6 = o_io_hex_t[6];
assign o_io_hex7 = o_io_hex_t[7];
logic [17:0] sram_addr;
assign sram_addr = i_lsu_addr[31:14];  
BCDto7Seg bcdconv(.in1(hex0[0]),
						.in2(hex0[1]),
						.in3(hex0[2]),
						.in4(hex0[3]),
						.out1(hex0_conv[0]),
						.out2(hex0_conv[1]),
						.out3(hex0_conv[2]),
						.out4(hex0_conv[3]));
BCDto7Seg bcdconv1(.in1(hex4[0]),
						.in2(hex4[1]),
						.in3(hex4[2]),
						.in4(hex4[3]),
						.out1(hex4_conv[0]),
						.out2(hex4_conv[1]),
						.out3(hex4_conv[2]),
						.out4(hex4_conv[3]));
sram_IS61WV25616_controller_32b_3lr sramcontroller(.i_ADDR(sram_addr),
                                                   .i_WDATA(i_st_data),
                                                   .i_BMASK(4'b1111),               
                                                   .i_WREN(i_lsu_wren),
                                                   .i_RDEN(~i_lsu_wren),
                                                   .o_RDATA(o_ld_data_sram),
                                                   .o_ACK(),
                                                   .SRAM_ADDR(addr_to_sram),
                                                   .SRAM_DQ(sramdq),
                                                   .SRAM_CE_N(sramcen),
                                                   .SRAM_WE_N(sramwen),
                                                   .SRAM_LB_N(sramlbn),
                                                   .SRAM_UB_N(sramubn),
                                                   .SRAM_OE_N(sramoen),
                                                   .i_clk(i_clk),
                                                   .i_reset(i_reset_n));
logic [31:0] addr;
assign addr = {i_lsu_addr[31:2],2'b00};
always @(posedge i_clk) begin 
	o_io_ledr <= led_red & 32'h0001FFFF;     
	o_io_ledg <= led_green & 32'h000000FF;   
	o_io_hex_t <= {hex4_conv, hex0_conv};
	switch <= i_io_sw;
	button <= i_io_btn;
end
always @(posedge i_clk or negedge i_reset_n) begin
	if (!i_reset_n) begin
		led_red <= 32'h0000;
		led_green <= 32'h0000;
		hex0 <= 32'h0000;
 		hex4 <= 32'h0000;
	end
	else begin
	if (i_lsu_wren) begin
		if (addr == red_addr) begin    
			led_red[0] <= i_st_data[7:0];
			led_red[1] <= i_st_data[15:8];
			led_red[2] <= i_st_data[23:16];
			led_red[3] <= i_st_data[31:24];
		end
		else if (addr == green_addr) begin
			led_green[0] <= i_st_data[7:0];
			led_green[1] <= i_st_data[15:8];
			led_green[2] <= i_st_data[23:16];
			led_green[3] <= i_st_data[31:24];
		end
		else if (addr == hex0_addr) begin
			hex0[0] <= i_st_data[6:0];
			hex0[1] <= i_st_data[14:8];
			hex0[2] <= i_st_data[22:16];
			hex0[3] <= i_st_data[30:24];
			end
		else if (addr == hex4_addr) begin
			hex4[0] <= i_st_data[6:0];
			hex4[1] <= i_st_data[14:8];
			hex4[2] <= i_st_data[22:16];
			hex4[3] <= i_st_data[30:24];end
		else begin
			led_red <= 32'h0000;
			led_green <= 32'h0000;
			hex0 <= 32'h0000;
			hex4 <= 32'h0000;
		end
	end
	end
end
	always @(addr) begin
		if (addr == red_addr) begin    
			o_ld_data = led_red;
		end
		else if (addr == green_addr) begin
			o_ld_data = led_green;
		end
		else if (addr == hex0_addr) begin
			o_ld_data = hex0;
			end
		else if (addr == hex4_addr) begin
			o_ld_data = hex4;
			end
		else if (addr == switch_addr) begin
			o_ld_data = switch; 
		end
		else if (addr == button_addr) begin
			o_ld_data = button;end
		else begin
			o_ld_data = o_ld_data_sram;
		end
end
endmodule
module sram_IS61WV25616_controller_32b_3lr (
  input  logic [17:0]   i_ADDR   ,
  input  logic [31:0]   i_WDATA  ,
  input  logic [ 3:0]   i_BMASK  ,
  input  logic          i_WREN   ,
  input  logic          i_RDEN   ,
  output logic [31:0]   o_RDATA  ,
  output logic          o_ACK    ,
  output logic [17:0]   SRAM_ADDR,
  inout  wire  [15:0]   SRAM_DQ  ,
  output logic          SRAM_CE_N,
  output logic          SRAM_WE_N,
  output logic          SRAM_OE_N,
  output logic          SRAM_LB_N,
  output logic          SRAM_UB_N,
  input logic i_clk,
  input logic i_reset
);
  typedef enum logic [2:0] {
      StIdle
    , StWrite
    , StWriteAck
    , StRead0
    , StRead1
    , StReadAck
  } sram_state_e;
  sram_state_e sram_state_d;
  sram_state_e sram_state_q;
  logic [17:0] addr_d;
  logic [17:0] addr_q;
  logic [31:0] wdata_d;
  logic [31:0] wdata_q;
  logic [31:0] rdata_d;
  logic [31:0] rdata_q;
  logic [ 3:0] bmask_d;
  logic [ 3:0] bmask_q;
  logic [15:0] DIN;
  logic [15:0] DOUT;
  always_comb begin : proc_detect_state
    case (sram_state_q)
      StIdle, StWriteAck, StReadAck: begin
        if (i_WREN ~^ i_RDEN) begin
          sram_state_d = StIdle;
          addr_d       = addr_q;
          wdata_d      = wdata_q;
          rdata_d      = rdata_q;
          bmask_d      = bmask_q;
        end
        else begin
          sram_state_d = i_WREN ? StWrite : StRead0;
          addr_d       = i_ADDR & 18'h3FFFE;
          wdata_d      = i_WREN ? i_WDATA : wdata_q;
          rdata_d      = rdata_q;
          bmask_d      = i_BMASK;
        end
      end
      StWrite: begin
        sram_state_d = StWriteAck;
        addr_d       = addr_q | 18'h1;
        wdata_d      = wdata_q >> 16;
        rdata_d      = rdata_q;
        bmask_d      = bmask_q;
      end
      StRead0: begin
        sram_state_d = StRead1;
        addr_d       = addr_q | 18'h1;
        wdata_d      = wdata_q;
        rdata_d      = {rdata_q[31:16], DIN};
        bmask_d      = bmask_q;
      end
      StRead1: begin
        sram_state_d = StReadAck;
        addr_d       = addr_q;
        wdata_d      = wdata_q;
        rdata_d      = {DIN, rdata_q[15:0]};
        bmask_d      = bmask_q;
      end
      default: begin
        sram_state_d = StIdle;
        addr_d       = '0;
        wdata_d      = '0;
        rdata_d      = '0;
        bmask_d      = '0;
      end
    endcase
  end
  always_ff @(posedge i_clk) begin
    if (!i_reset) begin
      sram_state_q <= StIdle;
    end
    else begin
      sram_state_q <= sram_state_d;
    end
  end
  always_ff @(posedge i_clk) begin
    if (!i_reset) begin
      addr_q  <= '0;
      wdata_q <= '0;
      rdata_q <= '0;
      bmask_q <= 4'b0000;
    end
    else begin
      addr_q  <= addr_d;
      wdata_q <= wdata_d;
      rdata_q <= rdata_d;
      bmask_q <= bmask_d;
    end
  end
  always_comb begin : proc_output_to_sram
    SRAM_ADDR = addr_q;
    case (sram_state_q)
      StWrite: begin
        DOUT      = wdata_q[15:0];
        SRAM_WE_N = 1'b0;
        SRAM_OE_N = 1'b1;
        SRAM_CE_N = 1'b0;
        {SRAM_UB_N, SRAM_LB_N} = ~bmask_q[1:0];
      end
      StWriteAck: begin
        DOUT      = wdata_q[15:0];
        SRAM_WE_N = 1'b0;
        SRAM_OE_N = 1'b1;
        SRAM_CE_N = 1'b0;
        {SRAM_UB_N, SRAM_LB_N} = ~bmask_q[3:2];
      end
      StRead0: begin
        DOUT      = 'z;
        SRAM_WE_N = 1'b1;
        SRAM_OE_N = 1'b0;
        SRAM_CE_N = 1'b0;
        {SRAM_UB_N, SRAM_LB_N} = ~bmask_q[1:0];
      end
      StRead1: begin
        DOUT      = 'z;
        SRAM_WE_N = 1'b1;
        SRAM_OE_N = 1'b0;
        SRAM_CE_N = 1'b0;
        {SRAM_UB_N, SRAM_LB_N} = ~bmask_q[3:2];
      end
      StReadAck: begin
        DOUT      = 'z;
        SRAM_WE_N = 1'b1;
        SRAM_OE_N = 1'b1;
        SRAM_CE_N = 1'b1;
        {SRAM_UB_N, SRAM_LB_N} = 2'b11;
      end
      default: begin
        DOUT      = 'z;
        SRAM_WE_N = 1'b1;
        SRAM_OE_N = 1'b1;
        SRAM_CE_N = 1'b1;
        {SRAM_UB_N, SRAM_LB_N} = 2'b11;
      end
    endcase
  end
  assign  SRAM_DQ = DOUT;
  assign  DIN = SRAM_DQ;
  always_comb begin : proc_output_to_lsu
    o_RDATA = rdata_q;
    o_ACK  = (sram_state_q == StWriteAck) || (sram_state_q == StReadAck);
  end
endmodule : sram_IS61WV25616_controller_32b_3lr
```

==> flow_summary.json <==
{
  "dp_hpwl_um": 35200,
  "yosysWarnings": 39,
  "h-tree-depth": 2,
  "leakagePower_nw": 7.66,
  "overflow": 0,
  "antenna_found_initial": 2,
  "syn_inst": 1629,
  "cts_setup_buffers": 0,
  "gp_congestion": 0.885,
  "die_w_um": 226,
  "routed_wl_um": 50100,
  "required_ns": 11.44,
  "yosys_area_um2": 15000,
  "core_util_floorplan_pct": 30.5,
  "place_inst": 2418,
  "worst_ep_arrival_time_ns": 6.63,
  "fin_crit_ns": 9.49,
  "hold_class": "flop to flop",
  "clock_sinks": 326,
  "path_buffers": 4,
  "hold_viol": 0,
  "synth_stat.cells": 1629,
  "drt_pass1_iterations": 5,
  "final_area_um2": 18900,
  "rsz0062_at_grt": "false",
  "ios": 326,
  "critPathLaunchType": "primary input",
  "ir_worst_vdd_uv": 90.5,
  "fmax_mhz": 105,
  "insertion_delay_ns": 0.55,
  "power_mw": 2.10,
  "cpLargestDelayFamily": "simple AND/OR/NAND/NOR gates",
  "vias": 12800,
  "maxCapViolCount": 0,
  "relSlewSlack_pct": 37.8,
  "grtUsageTotal_pct": 20.0,
  "min_from": "led_red[4]",
  "dpl_cell_area_um2": 17600,
  "critical_path_class": "primary input to primary output",
  "syn-cell-area_um2": 15000,
  "setup-tns-final_ns": 0,
  "clkTransAtPathRegs_ns": 0.06,
  "pre_cts_ws_ns": 4.76,
  "drt_iter0_drc": 818,
  "clock_path_buffers": 3,
  "post-route-util_pct": 38.5,
  "dieArea_um2": 50900,
  "grt_start_max_net_pins": 61,
  "ys_ff": 326,
  "flop_cell": "dfxtp_1",
  "powerDensity_nw_per_um2": 111,
  "avgViaCountPerCell": 5.14,
  "finalSetupViolCount": 0,
  "ant_nets": 0,
  "postCtsHoldBufs": 0,
  "port_buffers": 252,
  "nFillCells": 4753,
  "setup_ws_ns": 4.81,
  "maxSlewViolCount": 0,
  "avgSynthCellArea_um2": 9.22,
  "path_max_fanout": 40,
  "tightest_slew_ns": 0.927,
  "finClkSkew_ns": 0.0203,
  "edf_count": 0,
  "cp_cell_sequence": "clkdlybuf4s50_1, buf_4, nor2_1, nand4_2, or3_1, buf_4, mux2i_1, o31ai_1, clkdlybuf4s50_1",
  "num_rows": 81,
  "cts_made_buffers": 39,
  "wl_per_cell_um": 20.1,
  "period_used_pct": 66.3,
  "startpoint": "i_lsu_addr[5]",
  "remaining_drc_errors": 0,
  "yosysUniqueCellTypes": 54,
  "grt_pass1_wl_um": 74700,
  "postSynth.asyncResetShare_pct": 36.8,
  "fin_hold_ws_ns": 0.413,
  "crit_slowest_cell": "nand4_2",
  "status": "finished, final reports clean",
  "reg2reg_from": "sramcontroller.sram_state_q[5]",
  "cts_tree": "built",
  "yosysSeqAreaShare_pct": 47.5,
  "core-area_um2": 49200,
  "post_cts_resized": 0,
  "top_area_cell": "dfxtp_1",
  "grt_pass1_vias": 12300,
  "die_h_um": 226,
  "clock_tree.root_cell": "clkbuf_16",
  "endpoint_kind": "primary output",
  "yosys.area.top_type_share_pct": 27.5,
  "drive_gt1_share_pct": 6.25,
  "warning_count": 59,
  "stdcell_count": 2489,
  "crit_path_max_incr_delay_ns": 0.67,
  "top_cells_by_area": "dfxtp_1, dfrtp_1, a22o_1",
  "area_growth_pct": 26.0
}
## cells in the mapped netlist (all sizes together) (12+ instances only)
| library cell | n |
|---|---|
| nor3 | 17 |
| a22oi | 22 |
| o22ai | 52 |
| dfxtp | 206 |
| clkbuf | 89 |
| dfrtp | 120 |
| ha | 40 |
| nor2 | 125 |
| nor2b | 40 |
| or3 | 13 |
| a21oi | 148 |
| a22o | 104 |
| inv | 28 |
| buf | 135 |
| mux2i | 42 |
| nand2b | 12 |
| o21ai | 90 |
| a211oi | 53 |
| nand2 | 130 |
| nand3 | 76 |
## registers in the layout, indices dropped and copies added, names as in the netlist
name / cells
led_green: 32
led_red: 32
hex4: 28
switch: 32
o_io_hex_t: 56
sramcontroller.sram_state_q: 6
sramcontroller.bmask_q: 1
button: 4
hex0: 28
sramcontroller.rdata_q: 32
sramcontroller.addr_q: 18
o_io_ledg: 8
sramcontroller.wdata_q: 32
o_io_ledr: 17
## layout by cell type (no fill, tap or decap), types with 53 or more instances in the layout
cell             synthesis  routed
a211oi_1                53      53
a21oi_1                148     148
a22o_1                 104     104
clkdlybuf4s50_1          0     250
conb_1                   1      71
dfrtp_1                120     120
dfxtp_1                206     206
nand2_1                129     129
nand3_1                 76      76
nor2_1                 125     124
o21ai_0                 85      84
## cell families (layout without fill, tap and decap cells)
kind of cell               Yosys count  in the layout  synth area share (%)
other                                1             72                0.0250
and+or+nand+nor                    447            447                  14.3
buffers and inverters              253            378                  9.14
muxes                               51             51                  3.47
DFF                                326            326                  47.5
adders and majority gates           40             40                  3.33
AOI/OAI and AO/OA                  511            511                  22.3
## final timing paths
check,slack (ns),cells past startpoint,end
worst max-delay path,4.81,9,o_ld_data[0]
worst min-delay path,0.41,0,o_io_ledr[4]
worst max register to register,11.78,4,sramcontroller.wdata_q[3]
worst min register to register,0.41,0,o_io_ledr[4]
max in group asynchronous,10.89,2,led_red[2]
min in group asynchronous,2.27,1,hex0[22]
## final cells by class
cell class / instances / area (um^2) / share of cell area (%)
well taps: 664 / 831 / 4.39
flip-flops and latches: 326 / 7130 / 37.7
inverters: 29 / 109 / 0.576
diodes: 1 / 2.50 / 0.0132
clock buffers: 62 / 1200 / 6.36
clock inverters: 8 / 125 / 0.662
multi-input cells: 1120 / 6800 / 35.9
repair buffers: 279 / 2720 / 14.4
## routing by layer
| layer | part of all wire [%] | GRT usage, % |
|---|---|---|
| met4 | 3.8 | 7.11 |
| met5 | 0.026 | 0 |
| met1 | 42 | 26.9 |
| met3 | 8.9 | 6.09 |
| met2 | 46 | 30.9 |
## power breakdown
group          total (mW)  switching (mW)  internal [mW]
clock network        1.02           0.389          0.630
logic               0.141          0.0845         0.0565
registers           0.941          0.0121          0.929
total                2.10           0.486           1.62
Power is estimated from default activity; no workload was simulated.
